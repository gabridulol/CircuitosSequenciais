$ cat ./run.sh
#!/bin/bash
# OpenROAD 26Q1-2900-gdf79404cd8, Yosys 0.63+post, stock flow scripts
make -C /OpenROAD-flow-scripts/flow DESIGN_CONFIG=/design/flow/config.mk WORK_HOME=/design/flow/orfs finish
$ cat ./config.mk
export PLATFORM = sky130hd
export DESIGN_NAME = DE2_115
export DESIGN_NICKNAME = DE2_115
export VERILOG_FILES = /design/flow/design.v
export SDC_FILE = /design/flow/constraint.sdc
export NUM_CORES = 4
export LEC_CHECK = 1
export CORE_AREA = 10 10 207 207
export DIE_AREA = 0 0 217 217
$ cat ./constraint.sdc
current_design DE2_115

set clk_period 4.6
set clk_io_pct 0.2

create_clock -name clk0 -period $clk_period [get_ports {KEY}]

set non_clock_inputs [all_inputs -no_clocks]
set_input_delay [expr $clk_period * $clk_io_pct] -clock clk0 $non_clock_inputs
set_output_delay [expr $clk_period * $clk_io_pct] -clock clk0 [all_outputs]
$ cat ./design.v
module DE2_115(
	CLOCK_50,
	CLOCK2_50,
	CLOCK3_50,
	SMA_CLKIN,
	SMA_CLKOUT,
	LEDG,
	LEDR,
	KEY,
	EX_IO,
	SW,
	HEX0,
	HEX1,
	HEX2,
	HEX3,
	HEX4,
	HEX5,
	HEX6,
	HEX7,
	LCD_BLON,
	LCD_DATA,
	LCD_EN,
	LCD_ON,
	LCD_RS,
	LCD_RW,
	UART_CTS,
	UART_RTS,
	UART_RXD,
	UART_TXD,
	PS2_CLK,
	PS2_CLK2,
	PS2_DAT,
	PS2_DAT2,
	SD_CLK,
	SD_CMD,
	SD_DAT,
	SD_WP_N,
	VGA_B,
	VGA_BLANK_N,
	VGA_CLK,
	VGA_G,
	VGA_HS,
	VGA_R,
	VGA_SYNC_N,
	VGA_VS,
	AUD_ADCDAT,
	AUD_ADCLRCK,
	AUD_BCLK,
	AUD_DACDAT,
	AUD_DACLRCK,
	AUD_XCK,
	EEP_I2C_SCLK,
	EEP_I2C_SDAT,
	I2C_SCLK,
	I2C_SDAT,
	ENET0_GTX_CLK,
	ENET0_INT_N,
	ENET0_LINK100,
	ENET0_MDC,
	ENET0_MDIO,
	ENET0_RST_N,
	ENET0_RX_CLK,
	ENET0_RX_COL,
	ENET0_RX_CRS,
	ENET0_RX_DATA,
	ENET0_RX_DV,
	ENET0_RX_ER,
	ENET0_TX_CLK,
	ENET0_TX_DATA,
	ENET0_TX_EN,
	ENET0_TX_ER,
	ENETCLK_25,
	ENET1_GTX_CLK,
	ENET1_INT_N,
	ENET1_LINK100,
	ENET1_MDC,
	ENET1_MDIO,
	ENET1_RST_N,
	ENET1_RX_CLK,
	ENET1_RX_COL,
	ENET1_RX_CRS,
	ENET1_RX_DATA,
	ENET1_RX_DV,
	ENET1_RX_ER,
	ENET1_TX_CLK,
	ENET1_TX_DATA,
	ENET1_TX_EN,
	ENET1_TX_ER,
	TD_CLK27,
	TD_DATA,
	TD_HS,
	TD_RESET_N,
	TD_VS,
	OTG_ADDR,
	OTG_CS_N,
	OTG_DACK_N,
	OTG_DATA,
	OTG_DREQ,
	OTG_FSPEED,
	OTG_INT,
	OTG_LSPEED,
	OTG_RD_N,
	OTG_RST_N,
	OTG_WE_N,
	IRDA_RXD,
	DRAM_ADDR,
	DRAM_BA,
	DRAM_CAS_N,
	DRAM_CKE,
	DRAM_CLK,
	DRAM_CS_N,
	DRAM_DQ,
	DRAM_DQM,
	DRAM_RAS_N,
	DRAM_WE_N,
	SRAM_ADDR,
	SRAM_CE_N,
	SRAM_DQ,
	SRAM_LB_N,
	SRAM_OE_N,
	SRAM_UB_N,
	SRAM_WE_N,
	FL_ADDR,
	FL_CE_N,
	FL_DQ,
	FL_OE_N,
	FL_RST_N,
	FL_RY,
	FL_WE_N,
	FL_WP_N,
	GPIO,
	HSMC_CLKIN_N1,
	HSMC_CLKIN_N2,
	HSMC_CLKIN_P1,
	HSMC_CLKIN_P2,
	HSMC_CLKIN0,
	HSMC_CLKOUT_N1,
	HSMC_CLKOUT_N2,
	HSMC_CLKOUT_P1,
	HSMC_CLKOUT_P2,
	HSMC_CLKOUT0,
	HSMC_D,
	HSMC_RX_D_N,
	HSMC_RX_D_P,
	HSMC_TX_D_N,
	HSMC_TX_D_P 
);
input 		          		CLOCK_50;
input 		          		CLOCK2_50;
input 		          		CLOCK3_50;
input 		          		SMA_CLKIN;
output		          		SMA_CLKOUT;
output		     [8:0]		LEDG;
output		    [17:0]		LEDR;
input 		     [3:0]		KEY;
inout 		     [6:0]		EX_IO;
input 		    [17:0]		SW;
output		     [6:0]		HEX0;
output		     [6:0]		HEX1;
output		     [6:0]		HEX2;
output		     [6:0]		HEX3;
output		     [6:0]		HEX4;
output		     [6:0]		HEX5;
output		     [6:0]		HEX6;
output		     [6:0]		HEX7;
output		          		LCD_BLON;
inout 		     [7:0]		LCD_DATA;
output		          		LCD_EN;
output		          		LCD_ON;
output		          		LCD_RS;
output		          		LCD_RW;
output		          		UART_CTS;
input 		          		UART_RTS;
input 		          		UART_RXD;
output		          		UART_TXD;
inout 		          		PS2_CLK;
inout 		          		PS2_CLK2;
inout 		          		PS2_DAT;
inout 		          		PS2_DAT2;
output		          		SD_CLK;
inout 		          		SD_CMD;
inout 		     [3:0]		SD_DAT;
input 		          		SD_WP_N;
output		     [7:0]		VGA_B;
output		          		VGA_BLANK_N;
output		          		VGA_CLK;
output		     [7:0]		VGA_G;
output		          		VGA_HS;
output		     [7:0]		VGA_R;
output		          		VGA_SYNC_N;
output		          		VGA_VS;
input 		          		AUD_ADCDAT;
inout 		          		AUD_ADCLRCK;
inout 		          		AUD_BCLK;
output		          		AUD_DACDAT;
inout 		          		AUD_DACLRCK;
output		          		AUD_XCK;
output		          		EEP_I2C_SCLK;
inout 		          		EEP_I2C_SDAT;
output		          		I2C_SCLK;
inout 		          		I2C_SDAT;
output		          		ENET0_GTX_CLK;
input 		          		ENET0_INT_N;
input 		          		ENET0_LINK100;
output		          		ENET0_MDC;
inout 		          		ENET0_MDIO;
output		          		ENET0_RST_N;
input 		          		ENET0_RX_CLK;
input 		          		ENET0_RX_COL;
input 		          		ENET0_RX_CRS;
input 		     [3:0]		ENET0_RX_DATA;
input 		          		ENET0_RX_DV;
input 		          		ENET0_RX_ER;
input 		          		ENET0_TX_CLK;
output		     [3:0]		ENET0_TX_DATA;
output		          		ENET0_TX_EN;
output		          		ENET0_TX_ER;
input 		          		ENETCLK_25;
output		          		ENET1_GTX_CLK;
input 		          		ENET1_INT_N;
input 		          		ENET1_LINK100;
output		          		ENET1_MDC;
inout 		          		ENET1_MDIO;
output		          		ENET1_RST_N;
input 		          		ENET1_RX_CLK;
input 		          		ENET1_RX_COL;
input 		          		ENET1_RX_CRS;
input 		     [3:0]		ENET1_RX_DATA;
input 		          		ENET1_RX_DV;
input 		          		ENET1_RX_ER;
input 		          		ENET1_TX_CLK;
output		     [3:0]		ENET1_TX_DATA;
output		          		ENET1_TX_EN;
output		          		ENET1_TX_ER;
input 		          		TD_CLK27;
input 		     [7:0]		TD_DATA;
input 		          		TD_HS;
output		          		TD_RESET_N;
input 		          		TD_VS;
output		     [1:0]		OTG_ADDR;
output		          		OTG_CS_N;
output		     [1:0]		OTG_DACK_N;
inout 		    [15:0]		OTG_DATA;
input 		     [1:0]		OTG_DREQ;
inout 		          		OTG_FSPEED;
input 		     [1:0]		OTG_INT;
inout 		          		OTG_LSPEED;
output		          		OTG_RD_N;
output		          		OTG_RST_N;
output		          		OTG_WE_N;
input 		          		IRDA_RXD;
output		    [12:0]		DRAM_ADDR;
output		     [1:0]		DRAM_BA;
output		          		DRAM_CAS_N;
output		          		DRAM_CKE;
output		          		DRAM_CLK;
output		          		DRAM_CS_N;
inout 		    [31:0]		DRAM_DQ;
output		     [3:0]		DRAM_DQM;
output		          		DRAM_RAS_N;
output		          		DRAM_WE_N;
output		    [19:0]		SRAM_ADDR;
output		          		SRAM_CE_N;
inout 		    [15:0]		SRAM_DQ;
output		          		SRAM_LB_N;
output		          		SRAM_OE_N;
output		          		SRAM_UB_N;
output		          		SRAM_WE_N;
output		    [22:0]		FL_ADDR;
output		          		FL_CE_N;
inout 		     [7:0]		FL_DQ;
output		          		FL_OE_N;
output		          		FL_RST_N;
input 		          		FL_RY;
output		          		FL_WE_N;
output		          		FL_WP_N;
inout 		    [35:0]		GPIO;
input 		          		HSMC_CLKIN_N1;
input 		          		HSMC_CLKIN_N2;
input 		          		HSMC_CLKIN_P1;
input 		          		HSMC_CLKIN_P2;
input 		          		HSMC_CLKIN0;
output		          		HSMC_CLKOUT_N1;
output		          		HSMC_CLKOUT_N2;
output		          		HSMC_CLKOUT_P1;
output		          		HSMC_CLKOUT_P2;
output		          		HSMC_CLKOUT0;
inout 		     [3:0]		HSMC_D;
inout 		    [16:0]		HSMC_RX_D_N;
inout 		    [16:0]		HSMC_RX_D_P;
inout 		    [16:0]		HSMC_TX_D_N;
inout 		    [16:0]		HSMC_TX_D_P;
Loteria Loteria (
	.clk(KEY[0]),
	.num(SW[3:0]),
	.insert(SW[17]),
	.finish(SW[16]),
	.reset(SW[15]),
	.LEDR(LEDR[17:10]),
	.HEX0(HEX0[6:0]),
	.HEX1(HEX1[6:0]),
	.HEX2(HEX2[6:0]),
	.HEX3(HEX3[6:0]),
	.HEX4(HEX4[6:0]),
	.HEX5(HEX5[6:0]),
	.HEX6(HEX6[6:0]),
	.HEX7(HEX7[6:0]),
	.LEDG(LEDG[8])
);
endmodule
module Loteria (
    input wire clk,  
    input wire [3:0] num,  
    input wire insert,  
    input wire finish,  
    input wire reset,  
    output reg [1:0] prm,  
    output reg [8:0] LEDR,  
    output reg [6:0] HEX0,  
    output reg [6:0] HEX1,  
    output reg [6:0] HEX2,  
    output reg [6:0] HEX3,  
    output reg [6:0] HEX4,  
    output reg [6:0] HEX5,  
    output reg [6:0] HEX6,  
    output reg [6:0] HEX7,  
    output reg LEDG  
);
parameter [3:0] b0 = 4'b0101;  
parameter [3:0] b1 = 4'b0000;  
parameter [3:0] b2 = 4'b1001;  
parameter [3:0] b3 = 4'b0110;  
parameter [3:0] b4 = 4'b0111;  
parameter [3:0] s0 = 4'b0000;  
parameter [3:0] s1 = 4'b0001;  
parameter [3:0] s2 = 4'b0010;  
parameter [3:0] s3 = 4'b0011;  
parameter [3:0] s4 = 4'b0100;  
parameter [3:0] s5 = 4'b0101;  
parameter [3:0] s6 = 4'b0110;  
parameter [3:0] s7 = 4'b0111;  
parameter [3:0] s8 = 4'b1000;  
reg [3:0] state;  
reg [3:0] num0;  
reg [3:0] num1;  
reg [3:0] num2;  
reg [3:0] num3;  
reg [3:0] num4;  
reg [2:0] hits;  
reg [2:0] auxHits;  
reg lastTrue;  
reg win;  
reg [1:0] p0;  
reg [6:0] sdm [0:11];  
reg [8:0] lrm [0:8];  
initial begin
    state = s0;
    num0 = 4'b0000;
    num1 = 4'b0000;
    num2 = 4'b0000;
    num3 = 4'b0000;
    num4 = 4'b0000;
    hits = 3'b000;
    auxHits = 3'b000;
    lastTrue = 1'b0;
    win = 1'b0;
    p0 = 2'b00;
    sdm[0] = 7'b1000000;  
    sdm[1] = 7'b1111001;  
    sdm[2] = 7'b0100100;  
    sdm[3] = 7'b0110000;  
    sdm[4] = 7'b0011001;  
    sdm[5] = 7'b0010010;  
    sdm[6] = 7'b0000010;  
    sdm[7] = 7'b1111000;  
    sdm[8] = 7'b0000000;  
    sdm[9] = 7'b0010000;  
    sdm[10] = 7'b0111111;  
    sdm[11] = 7'b0001100;  
    lrm[0] = 8'b00000000;  
    lrm[1] = 8'b00000001;  
    lrm[2] = 8'b00000011;  
    lrm[3] = 8'b00000111;  
    lrm[4] = 8'b00001111;  
    lrm[5] = 8'b00011111;  
    lrm[6] = 8'b00111111;  
    lrm[7] = 8'b01111111;  
    lrm[8] = 8'b11111111;  
end
always @(posedge clk) begin
    if (reset) begin
        state = s0;
        num0 = 4'b0000;
        num1 = 4'b0000;
        num2 = 4'b0000;
        num3 = 4'b0000;
        num4 = 4'b0000;
        hits = 3'b000;
        auxHits = 3'b000;
        lastTrue = 1'b0;
        win = 1'b0;
        p0 = 2'b00;
    end
    else begin
        case (state)
            s0 : begin
                if (insert) begin
                    if (num <= 4'b1001) begin
                        num0 = num;
                        if (num == b0) begin
                            hits = hits + 1'b1;
                        end
                        state = s1;
                    end
                end
            end
            s1 : begin
                if (insert) begin
                    if (num <= 4'b1001) begin
                        num1 = num;
                        if (num == b1) begin
                            hits = hits + 1'b1;
                        end
                        else begin
                            hits = 1'b0;
                        end
                        if (hits > auxHits) begin
                            auxHits = hits;
                        end
                        state = s2;
                    end
                end
            end
            s2 : begin
                if (insert) begin
                    if (num <= 4'b1001) begin
                        num2 = num;
                        if (num == b2) begin
                            hits = hits + 1'b1;
                        end
                        else begin
                            hits = 1'b0;
                        end
                        if (hits > auxHits) begin
                            auxHits = hits;
                        end
                        state = s3;
                    end
                end
            end
            s3 : begin
                if (insert) begin
                    if(num <= 4'b1001) begin        
                        num3 = num;
                        if (num == b3) begin
                            hits = hits + 1'b1;
                        end
                        else begin
                            hits = 1'b0;
                        end
                        if (hits > auxHits) begin
                            auxHits = hits;
                        end
                        state = s4;
                    end
                end
            end
            s4 : begin
                if (insert) begin
                    if (num <= 4'b1001) begin
                        num4 = num;
                        if (num == b4) begin
                            lastTrue = 1'b1;
                        end
                        state = s5;
                    end
                end
            end
            s5 : begin
                if (finish) begin
                    if (auxHits == 3'b100 || (auxHits == 3'b011 && lastTrue == 1'b1)) begin
                        state = s7;  
                    end
                    else if (auxHits == 3'b010 && lastTrue == 1'b1) begin
                        state = s8;  
                    end
                    else begin
                        state = s6;  
                    end
                end
            end
            s6 : begin
                win = 0;
                p0 = 2'b00;
            end
            s7 : begin
                win = 1;
                p0 = 2'b01;
            end
            s8 : begin
                win = 1;
                p0 = 2'b10;
            end
        endcase
    end
end
always @(state, num0, num1, num2, num3, num4, p0) begin    
    prm = p0;  
    LEDR = lrm[state];  
    HEX0 = sdm[num4];  
    HEX1 = sdm[num3];  
    HEX2 = sdm[num2];  
    HEX3 = sdm[num1];  
    HEX4 = sdm[num0];  
    HEX5 = sdm[10];  
    HEX6 = sdm[p0];  
    HEX7 = sdm[11];  
    LEDG = win;  
end
endmodule
==> results.json <==
{
  "placed_area_um2": 4713,
  "seq_area_frac_synth_pct": 15.78,
  "yosysMostFrequentCell": "buf_4",
  "path_cells": "clkdlybuf4s50_1, and4bb_2, nor2b_1, ha_1, a311oi_1, a22oi_1, a2111oi_4, mux2_2",
  "start_kind": "input pin",
  "cts_buffers": 5,
  "antenna_cells": 0,
  "hold_slack_ns": 0.4682,
  "cts-root-buf": "clkbuf_16",
  "cp.arrival_ns": 3.78,
  "top_cells_by_count": "189 x buf_4, 63 x nor2_1, 50 x nand2_1, 38 x ha_1",
  "final-hold-violation-count": 0,
  "cp.required_ns": 4.74,
  "antenna_found_initial": 1,
  "syn_area_per_cell_um2": 7.322,
  "die_y_um": 217,
  "cp_top_family": "AND-OR/OR-AND gates",
  "yosys_register_bits": 34,
  "fmax_mhz": 274.3,
  "finalClockPeriodUsage_pct": 79.24,
  "untimed_endpoints": 213,
  "first_pass_iters": 4,
  "ir_worst_vdd_mv": 0.09869,
  "use_met1_pct": 6.303,
  "grt_max_degree": 36,
  "grt_usage_pct": 4.211,
  "synthArstFlopShare_pct": 0,
  "postCtsResizedCells": 0,
  "clk_pin_slew_ns": 0.04,
  "hold_start": "Loteria.hits[1]$_SDFFE_PP0P_",
  "synth.distinct_cells": 48,
  "grt_pass1_vias": 3283,
  "portBuffers": 57,
  "cts.sink_count": 34,
  "worst_pin_slew_ns": 0.5961,
  "use_met3_pct": 1.074,
  "crit_path_start": "SW[1]",
  "period_minus_slack_ns": 3.645,
  "die_x_um": 217,
  "ys_cells": 589,
  "max-cap-violations": 0,
  "layout.area.seq_um2": 680.7,
  "p_leak_nw": 2.146,
  "use_met2_pct": 6.180,
  "rsz0062_at_grt": "no",
  "max_slew_margin_pct": 60.21,
  "first_iter_violations": 215,
  "crit_type": "in -> reg",
  "clock_skew_ns": 0.0004978,
  "critPathMaxStageDelay_ns": 0.83,
  "cts_buffer_depth": 2,
  "initCoreUtil_pct": 11.19,
  "final.setup.tns_ns": 0,
  "dp_hpwl_um": 9395,
  "critPathMaxFanout": 12,
  "ys_top_cells_by_area": "buf_4 33%, dfxtp_1 16%, ha_1 11%, nor2_1 5.5%, mux2i_1 4.9%",
  "wl_um": 11100,
  "fillers": 4477,
  "slew_violations": 0,
  "syn-cell-area_um2": 4313,
  "logic_area_um2": 2701,
  "yosys_area_um2": 4313,
  "cp.buffers_inverters": 1,
  "setup_viol": 0,
  "crit_slowest_cell": "clkdlybuf4s50_1",
  "post_cts_buffers": 0,
  "dr_total_vias": 3249,
  "gp_congestion": 0.8427,
  "stage_log_warnings": 365,
  "vias_per_cell": 2.848,
  "dieArea_um2": 47090,
  "core-area_um2": 38560,
  "cp-end-kind": "register",
  "drive_gt1_share_pct": 3.210,
  "synth-edff-count": 0,
  "power.density_nw_per_um2": 149.6,
  "ys_warn_count": 172,
  "flop_cell": "dfxtp_1",
  "grt_pass1_wl_um": 16500,
  "ios": 525,
  "syn-instance-count": 589,
  "fin_area_um2": 4861,
  "top_area_cell": "buf_4",
  "top_area_share_pct": 32.90,
  "finalPower_uw": 727.2,
  "ant_nets": 0,
  "outcome": "finished clean",
  "rows": 72,
  "min_path_type": "reg -> reg",
  "reg2reg_from": "Loteria.hits[0]$_SDFFE_PP0P_",
  "grt.busiest_layer": "met1",
  "cts_max_level": 2,
  "cts_tree": "done",
  "clk_latency_ns": 0.25,
  "cts_hold_buf": 0,
  "area_growth_pct": 12.71,
  "grt_remaining_overflow": 0,
  "wl_per_cell_um": 9.730,
  "drc": 0
}
[layout make-up]
cell class	instances	area share (%)
well taps	518	13.33
clock inverters	1	0.1030
clock buffers	7	2.934
flip-flops and latches	34	14.00
repair buffers	59	12.05
multi-input cells	496	55.57
inverters	26	2.008
[tightest hold or removal path, delay by kind of cell, from the launching register on]
kind / cells / cell delay, ns
DFF: 1 / 0.31
and+or+nand+nor: 1 / 0.06
AOI/OAI and AO/OA: 1 / 0.05
[sequential cells by signal, summed over array words and instances, names as in the netlist, 2 cells and up]
| signal | cells |
|---|---|
| Loteria.auxHits | 3 |
| Loteria.num4 | 4 |
| Loteria.state | 4 |
| Loteria.num1 | 4 |
| Loteria.num3 | 4 |
| Loteria.num2 | 4 |
| Loteria.hits | 3 |
| Loteria.num0 | 4 |
| Loteria.p0 | 2 |
[logic make-up (layout without fill, tap and decap cells)]
logic type               count (synthesis)  count (layout)  share of synthesized area, %
multiplexers                            24              24                         5.657
adder cells (fa/ha/maj)                 38              38                         11.02
XOR/XNOR                                 1               1                        0.2031
buffers and inverters                  242              93                         37.51
AND-OR/OR-AND                           87              87                         12.10
other                                    2             185                        0.1741
flip-flops                              34              34                         15.78
AND/OR/NAND/NOR                        161             161                         17.55
[stage by stage]
stage	worst slack, ns	util (%)	cells
global route	0.7993	12.61	1141
global placement	0.7298	12.22	1133
floorplan	1.519	-	772
finish	0.9548	12.61	1141
CTS	0.9817	12.61	1141
detailed placement	0.6959	12.22	1133
[path summary, 6_finish.rpt]
| kind | end | slack (ns) | depth (start not counted) |
|---|---|---|---|
| max | Loteria.auxHits[1]$_SDFFE_PP0P_ | 0.95 | 8 |
| min | Loteria.hits[1]$_SDFFE_PP0P_ | 0.47 | 2 |
| max reg2reg | Loteria.auxHits[1]$_SDFFE_PP0P_ | 1.78 | 8 |
| min reg2reg | Loteria.hits[1]$_SDFFE_PP0P_ | 0.47 | 2 |
[metal layers]
layer | vias to the layer above | wire length, µm
met5 | - | 13
met4 | 2 | 101
met3 | 7 | 816
met2 | 198 | 4457
met1 | 1435 | 5713
li1 | 1607 | -
[where the power goes]
part | total, mW | switching, mW | internal (mW)
sequential | 0.316 | 0.0142 | 0.302
clock | 0.287 | 0.0755 | 0.211
combinational | 0.125 | 0.0677 | 0.0568
total | 0.727 | 0.157 | 0.570
[placed cells by master (no fill, tap or decap), types with 3 or more instances in the layout]
| cell type | n |
|---|---|
| inv_1 | 26 |
| nor2b_1 | 9 |
| nand2_1 | 50 |
| mux2_2 | 3 |
| ha_1 | 38 |
| mux2i_1 | 21 |
| a21oi_1 | 29 |
| nand3_1 | 3 |
| nand2b_1 | 9 |
| dfxtp_1 | 34 |
| nand3b_1 | 3 |
| clkdlybuf4s50_1 | 57 |
| a211oi_1 | 3 |
| conb_1 | 185 |
| or3_1 | 3 |
| nor3_1 | 4 |
| nor4_1 | 3 |
| a31oi_1 | 3 |
| o21ai_0 | 34 |
| clkbuf_16 | 5 |
| nor2_1 | 63 |
Power figures rest on the tool's default switching activity, not on a simulated workload.
